**./config.mk**
```make
export PLATFORM = sky130hd
export DESIGN_NAME = digital_clock
export DESIGN_NICKNAME = digital_clock
export VERILOG_FILES = /design/flow/design.v
export SDC_FILE = /design/flow/constraint.sdc
export NUM_CORES = 4
export LEC_CHECK = 1
export CORE_AREA = 10 10 78 78
export DIE_AREA = 0 0 88 88
```
**./constraint.sdc**
```tcl
current_design digital_clock

set clk_period 2.0
set clk_io_pct 0.2

create_clock -name clk0 -period $clk_period [get_ports {clk}]

set non_clock_inputs [all_inputs -no_clocks]
set_input_delay [expr $clk_period * $clk_io_pct] -clock clk0 $non_clock_inputs
set_output_delay [expr $clk_period * $clk_io_pct] -clock clk0 [all_outputs]
```
**./design.v**
```verilog
interface calculator_inter;
  logic [7:0] a;
  logic [7:0] b;
  logic [7:0] result;
  logic [2:0] opcode;
endinterface
`timescale 1ns/1ps
module digital_clock(
  input  logic clk,
  input  logic rst,
  output logic [5:0] sec,
  output logic [5:0] min
);
  always_ff @(posedge clk) begin
    if (rst)
      sec <= 0;
    else if (sec == 59)
      sec <= 0;
    else
      sec <= sec + 1;
  end
  always_ff @(posedge clk) begin
    if (rst)
      min <= 0;
    else if (sec == 59) begin
      if (min == 59)
        min <= 0;
      else
        min <= min + 1;
    end
    else
      min <= min;   
  end
endmodule
```
**./run.sh**
```bash
#!/bin/bash
# OpenROAD 26Q1-2900-gdf79404cd8, Yosys 0.63+post, stock flow scripts
make -C /OpenROAD-flow-scripts/flow DESIGN_CONFIG=/design/flow/config.mk WORK_HOME=/design/flow/orfs finish
```
==> results.ini <==
[synth]
area_leaders=dfxtp_1, nor2_1, xnor2_1
synth-seq-cells=12
largest_area_cell=dfxtp_1
synth.top_cell.area_share=0.460
ys_chip_area_um2=522
syn_avg_cell_area_um2=9.49
synth_cell_type_count=23
syn_inst=55
synth_warnings=1
ys_cells=55
synth.yosys.seq_area_share=0.460
synth_area_um2=522

[route]
drt_iter0_drc=9
wl_um=1230
drc=0
vias=459
vias_per_cell=3.73
post_drt_wl_per_cell_um=9.99
ant_nets=0
firstDrtPassIters=2
diodes=0

[grt]
grt_first_pass_wirelength_um=2190
grt_pass1_vias=460
grtUsageTotal=0.0350
grt_max_degree=8
grt-ovfl-total=0
grt_antenna_before_repair=0

[finish]
syn_to_final_growth_pct=45.3
layout.area.comb_um2=278
flop_area_um2=240
nFillCells=477
drive_gt1_frac=0.0845

[hold_path]
hp-class=reg -> reg
hold_depth=1

[floorplan]
ios=14
initial_core_util=0.118
rows=24
coreArea_um2=4410
die_h_um=88
die_w_um=88
dieArea_um2=7740

[clocking]
postCtsSetupRepairBufs=0
htree_levels=1
clkTransAtPathRegs_ps=50
cts.hold.buffers_added=0
cts_resized=0
cts_buffer_depth=2
cts-root-buf=clkbuf_8
cts_sinks=12
clk_latency_ps=230
cts_tree=done
cts_buffers=3

[critical_path]
slowest_delay_ps=510
cp-endpoint=min[4]$_SDFFE_PP0N_
r2r_setup_slack_ps=260
r2r-start=sec[0]$_SDFF_PP0_
critPathLaunch=sec[0]$_SDFF_PP0_
slowest_stage=or4b_1
crit_chain=ha_1 -> and4b_2 -> nand2_4 -> or4b_1 -> a21oi_1
worst_ep_required_time_ps=2160
timing.rr.end=min[4]$_SDFFE_PP0N_
rr_worst_depth=5
cp.arrival_ps=1900
cp_max_fo=6
crit_type=reg -> reg
end_kind=register
startpoint_type=register

[placement]
routabilityCongestion=0.696
io_buffer_count=13
post-place-ws_ps=255
dp_hpwl_um=946

[sta]
drv_slew=0
setup_ws_ps=259
period_needed_ps=1740
setup_viol=0
fmax_mhz=574
setup_tns_ps=0
rsz0062_at_grt=no
worstMarginPinSlew_ps=367
period_used_share=0.870
finalClockSkew_ps=2.06
hold_violations=0
slew_headroom=0.753
worst_hold_slack_ps=476

[flow_run]
maxCapViolations=0
log.warning_count=25

[pwr]
p_seq_frac=0.511
netSwitchingFraction=0.197
pwr-share-comb=0.055
power_leakage_uw=0.000293
ir_drop_mv=0.290
p_int_uw=393
p_per_area_nw_per_um2=645
p_switching_uw=96.5
clkPwrFrac=0.434

[status]
outcome=complete, no violations

[cell usage after synthesis (all sizes together)]
library cell   n
dfxtp         12
nor2           7
nand2          4
nand3          4
o21ai          3
o31ai          3
xnor2          3
a21o           2
a21oi          2
and2           2
and3           2
ha             2
a22o           1
and4b          1
inv            1
mux2i          1
nand4          1
nor3           1
nor4b          1
or4b           1
xor2           1
[cell type report]
cell class / instances / area share
inverter: 1 / 0.00495
multi-input combinational: 42 / 0.366
tap: 52 / 0.0858
clock buffer: 3 / 0.0545
sequential: 12 / 0.317
timing repair buffer: 13 / 0.172
[critical path: cells and delay by family, from the launching register on]
kind	cells	cell delay (ps)
AOI/OAI and AO/OA	1	150
adders and majority gates	1	230
DFF	1	370
and+or+nand+nor	3	920
[flip-flops by register name, summed over array words and instances (netlist names)]
register / flops
min: 6
sec: 6
[power by group through the flow]
stage	Combinational, uW	Clock, uW	Sequential, uW
after CTS	27.3	220	250
after global routing	30.7	239	251
final	26.8	212	250
[per-stage QoR]
stage / total power (uW) / area [um^2] / instances / util
finish: 489 / 758 / 123 / 0.172
detailed placement: 282 / 717 / 120 / 0.162
CTS: 497 / 758 / 123 / 0.172
global route: 521 / 758 / 123 / 0.172
floorplan: 264 / 522 / 55 / -
global placement: 281 / 717 / 120 / 0.162
[cell usage in the layout (no fill, tap or decap)]
| cell type | netlist | final |
|---|---|---|
| nor2_1 | 7 | 7 |
| and3_1 | 2 | 2 |
| clkbuf_8 | 0 | 3 |
| o21ai_0 | 3 | 3 |
| a22o_1 | 1 | 1 |
| a21o_1 | 1 | 1 |
| clkdlybuf4s50_1 | 0 | 13 |
| and2_1 | 2 | 2 |
| ha_1 | 2 | 2 |
| or4b_1 | 1 | 1 |
| o31ai_1 | 3 | 3 |
| xnor2_1 | 3 | 3 |
| and4b_2 | 1 | 1 |
| nand2_1 | 3 | 3 |
| a21oi_1 | 2 | 2 |
| nand2_4 | 1 | 1 |
| nor4b_1 | 1 | 1 |
| nand3_1 | 4 | 4 |
| xor2_1 | 1 | 1 |
| dfxtp_1 | 12 | 12 |
| nand4_1 | 1 | 1 |
| inv_1 | 1 | 1 |
| a21o_2 | 1 | 1 |
| mux2i_1 | 1 | 1 |
| nor3_1 | 1 | 1 |
[metal layers]
metal | vias to the layer above | global-route usage | routed length [um]
li1 | 234 | - | -
met1 | 204 | 0.0473 | 632
met2 | 19 | 0.0437 | 377
met3 | 2 | 0.0290 | 215
met4 | 0 | 0.00145 | 4
met5 | - | 0 | 0
[worst min path at each step]
| stage | from | end | slack (ps) |
|---|---|---|---|
| 4_1_cts | sec[0]$_SDFF_PP0_ | sec[0]$_SDFF_PP0_ | 480 |
| 5_1_grt | sec[0]$_SDFF_PP0_ | sec[0]$_SDFF_PP0_ | 520 |
| 6_report | sec[0]$_SDFF_PP0_ | sec[0]$_SDFF_PP0_ | 480 |
[kinds of logic after synthesis]
logic type               share of synthesized area
AND-OR/OR-AND                                0.139
XOR/XNOR                                    0.0672
buffers and inverters                      0.00719
AND/OR/NAND/NOR                              0.259
adder cells (fa/ha/maj)                     0.0480
flip-flops                                   0.460
multiplexers                                0.0192
Power is estimated from default activity; no workload was simulated.
