### flow/config.mk
export PLATFORM = sky130hd
export DESIGN_NAME = fifo
export DESIGN_NICKNAME = fifo
export VERILOG_FILES = /design/flow/design.v
export SDC_FILE = /design/flow/constraint.sdc
export NUM_CORES = 4
export LEC_CHECK = 1
export CORE_AREA = 10 10 70 70
export DIE_AREA = 0 0 80 80
### flow/constraint.sdc
current_design fifo

set clk_period 2.7
set clk_io_pct 0.2

create_clock -name clk0 -period $clk_period [get_ports {clk}]

set non_clock_inputs [all_inputs -no_clocks]
set_input_delay [expr $clk_period * $clk_io_pct] -clock clk0 $non_clock_inputs
set_output_delay [expr $clk_period * $clk_io_pct] -clock clk0 [all_outputs]
### flow/design.v
interface calculator_inter;
  logic [7:0] a;
  logic [7:0] b;
  logic [7:0] result;
  logic [2:0] opcode;
endinterface
module fifo (
    input  logic        clk,
    input  logic        wr,
    input  logic        rd,
    input  logic [7:0]  din,
    output logic        full,
    output logic        empty
);
    logic [7:0] mem [15:0];    
    logic [4:0] cnt = 0;       
    assign full  = (cnt == 5'd16);
    assign empty = (cnt == 5'd0);
    always_ff @(posedge clk) begin
        if (wr && !full)
            cnt <= cnt + 1'b1;
        if (rd && !empty)
            cnt <= cnt - 1'b1;
    end
endmodule
### flow/run.sh
#!/bin/bash
# OpenROAD 26Q1-2900-gdf79404cd8, Yosys 0.63+post, stock flow scripts
make -C /OpenROAD-flow-scripts/flow DESIGN_CONFIG=/design/flow/config.mk WORK_HOME=/design/flow/orfs finish
==> out/metrics.cfg <==
[pwr]
ir_drop_v=0.000163
power.density_mw_per_mm2=989
p_total_uw=458
p_leak_nw=0.193

[synth]
syn_inst=32
synth_area_um2=339
synth_cell_types=14
ys_seq_share=0.443
synth.avg_cell_area_um2=10.6
synth_warnings=1
yosys.area.top_type_share=0.443
yosys-top-cells-area=edfxtp_1, ha_1, xnor2_1
yosys_area_um2=339
ys_cells=32
numSynthFlops=5
top_area_cell=edfxtp_1

[drt]
vias_per_cell=2.77
vias=238
first_pass_iters=2
drt-initial-drc-count=8
post_drt_wl_per_cell_um=6.94
routed_wl_um=597
antenna_left=0
n_antenna_cell=0
drc=0

[die]
chip_area_mm2=0.00640
ios=13
row_count=21
core_area_mm2=0.00342
fp_util=0.0993
die_height_um=80
die_width_um=80

[critical_path]
arrival_ps=1830
startpoint_type=register
crit_fanout=4
cp_data_required_time_ps=2160
end_kind=output pin
crit_type=register to output pin
ff2ff_setup_slack_ps=350

[layout]
reg.largest.list=cnt: 5 flops
instances_no_fill=86
mi_logic_area_um2=166
top_register=cnt
final_core_utilization=0.136
fill_cells=386
area_growth_pct=36.5
drive_gt1_frac=0.100
largest_reg_flops=5
seqCellArea_um2=150

[global_routing]
grt_max_degree=6
grt_pass1_wl_um=1030
grt_pass1_vias=236
gr-total-overflow=0
grt_usage=0.0198
grt_antenna_before_repair=0

[cts]
ctsResizeCount=0
hold_buffers=0
cts.clk_slew.worst_paths_ps=50
cts-htree-levels=1
cts_tree=yes
clk_latency_ps=240
ctsRootBufferMaster=clkbuf_4
cts_setup_buffers=0
numCtsBuffers=3
cts_buffer_depth=2
cts_sinks=5

[place]
io_buffer_count=4
place_hpwl_um=463
dp_cells=82
place_congestion=0.745
detailedPlace.worstSlack_ps=351

[timing]
tightest_slew_ps=451
fin_setup_tns_ps=0
worst_slack_ps=334
finalSetupViolCount=0
fin_crit_sh=0.876
finalHoldViolations=0
slew_viol_final=0
max_freq_mhz=423
post-route-min-period_ps=2370
relSlewSlack=0.699
fin_worst_skew_ps=6.52
rsz0062_at_grt=false

[worst_hold_path]
hold_path.class=register to register

[flow_run]
warnings=33
cap_violations=0

[outcome]
status=complete, no violations

==> path summary, 6_finish.rpt <==
kind,startpoint,to,cells after the start
worst max register to register,cnt[0]$_DFFE_PP_,cnt[4]$_DFFE_PP_,7
worst min-delay path,cnt[0]$_DFFE_PP_,cnt[0]$_DFFE_PP_,1
worst max-delay path,cnt[0]$_DFFE_PP_,empty,3
worst min register to register,cnt[0]$_DFFE_PP_,cnt[0]$_DFFE_PP_,1
==> area by class of cell <==
cell class	count	share of cell area
Multi-Input combinational cell	21	0.359
Sequential cell	5	0.324
Tap cell	46	0.124
Timing Repair Buffer	4	0.0865
Clock buffer	4	0.0568
Inverter	6	0.0486
==> layer usage <==
metal | GRT usage | routed length [µm] | vias to the layer above
met5 | 0 | 0 | -
met4 | 0.00880 | 27 | 0
met2 | 0.0241 | 203 | 10
met1 | 0.0245 | 279 | 100
met3 | 0.0159 | 86 | 2
li1 | - | - | 126
==> kinds of logic after synthesis <==
group	count (synthesis)	synth area share
and+or+nand+nor	7	0.111
AOI/OAI and AO/OA	6	0.103
buffers and inverters	6	0.0664
DFF	5	0.443
adders and majority gates	4	0.170
xor gates and xnor gates	3	0.0775
muxes	1	0.0295
==> cells in the mapped netlist <==
cell type / number
inv_1: 6
edfxtp_1: 5
a21oi_1: 3
ha_1: 3
xnor2_1: 3
a21o_1: 2
nand2_1: 2
nor2_1: 2
fa_1: 1
mux2i_1: 1
nor3_1: 1
nor4_1: 1
o21ai_1: 1
or4_4: 1
==> worst max-delay path: stages, from the launching register on <==
cell	delay (ps)
edfxtp_1	430
or4_4	580
nor2_1	100
clkdlybuf4s50_1	470
==> cells in the final DEF (no fill, tap or decap), drive strengths merged <==
cell type / synthesis / layout
clkdlybuf4s50: 0 / 4
ha: 3 / 3
fa: 1 / 1
nor3: 1 / 1
a21o: 2 / 2
o21ai: 1 / 1
or4: 1 / 1
inv: 6 / 6
nand2: 2 / 2
a21oi: 3 / 3
xnor2: 3 / 3
clkbuf: 0 / 4
nor2: 2 / 2
edfxtp: 5 / 5
mux2i: 1 / 1
nor4: 1 / 1
==> metrics by stage <==
step | instance area, µm² | hold WS, ps
3_5_place_dp | 437 | 660
4_1_cts | 463 | 668
5_1_grt | 463 | 708
6_report | 463 | 666
3_3_place_gp | 437 | 645
2_1_floorplan | 339 | 612
==> power breakdown <==
part,internal (mW),switching [mW],leakage (nW),total (mW)
sequential,0.148,0.0362,0.0508,0.184
combinational,0.101,0.0851,0.127,0.186
clock,0.0559,0.0311,0.0150,0.0871
total,0.305,0.152,0.193,0.458
Power and IR drop assume default switching activity.
