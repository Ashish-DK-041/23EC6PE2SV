==> /design/flow/design.v <==
interface calculator_inter;
  logic [7:0] a;
  logic [7:0] b;
  logic [7:0] result;
  logic [2:0] opcode;
endinterface
module dual_port_ram #(
  parameter ADDR_WIDTH = 8,
  parameter DATA_WIDTH = 8
)(
  input  logic                     clk,
  input  logic                     we_a,
  input  logic [ADDR_WIDTH-1:0]    addr_a,
  input  logic [DATA_WIDTH-1:0]    wdata_a,
  input  logic [ADDR_WIDTH-1:0]    addr_b,
  output logic [DATA_WIDTH-1:0]    rdata_b
);
  logic [DATA_WIDTH-1:0] mem [0:(1<<ADDR_WIDTH)-1];
  always_ff @(posedge clk) begin
    if (we_a)
      mem[addr_a] <= wdata_a;
  end
  always_ff @(posedge clk) begin
    rdata_b <= mem[addr_b];
  end
endmodule
==> /design/flow/run.sh <==
#!/bin/bash
# OpenROAD 26Q1-2900-gdf79404cd8, Yosys 0.63+post, stock flow scripts
make -C /OpenROAD-flow-scripts/flow DESIGN_CONFIG=/design/flow/config.mk WORK_HOME=/design/flow/orfs finish
==> /design/flow/config.mk <==
export PLATFORM = sky130hd
export DESIGN_NAME = dual_port_ram
export DESIGN_NICKNAME = dual_port_ram
export VERILOG_FILES = /design/flow/design.v
export SDC_FILE = /design/flow/constraint.sdc
export NUM_CORES = 4
export LEC_CHECK = 1
export CORE_UTILIZATION = 30
==> /design/flow/constraint.sdc <==
current_design dual_port_ram

set clk_period 11.1
set clk_io_pct 0.2

create_clock -name clk0 -period $clk_period [get_ports {clk}]

set non_clock_inputs [all_inputs -no_clocks]
set_input_delay [expr $clk_period * $clk_io_pct] -clock clk0 $non_clock_inputs
set_output_delay [expr $clk_period * $clk_io_pct] -clock clk0 [all_outputs]
==> run summary <==
Final Wtd Congestion -> 0.877
DIE AREA -> 267,000 sq um
post-CTS setup repair buffer count -> 0
drt wl/cell -> 26.1 um
maximum clock frequency -> 161 MHz
origin of the worst min-delay path -> mem[212][4]$_DFFE_PP_
cell area after synthesis -> 79,600 sq um
Max-Cap Viols -> 1
DRC viols -> 0
final worst-path setup slack -> 4880 ps
Layout area overhead -> 14.0%
Die Y -> 517 um
Cell Int Power -> 12.6 mW
Least-Margin Pin Slew -> 1530 ps
Clk Latency, worst-skew pair -> 850 ps
final hold viol count -> 0
Critical path origin -> addr_b[0]
HP Class -> register to register
CTS tree -> done
layout cells sized above 1 -> 22.7%
Final HPWL DP -> 121,000 um
post-synthesis sequential area ratio -> 77.5%
Synth Area per Inst -> 21.3 sq um
Placed Instances -> 7,211
Critical Path AT -> 6880 ps
post-route minimum period -> 6220 ps
sw frac -> 21.4%
ANT nets after route -> 0
htree depth -> 4
Hold Path Stages -> 5
Worst R2R Path Depth -> 6
# IOs -> 34
Top cells excl fill/tap -> edfxtp_1 (2,048), mux4_2 (454), nor2_1 (279), clkbuf_16 (207), buf_4 (159)
post-route setup TNS -> 0 ps
flip-flops with a built-in enable -> 2,048
Final period util -> 56.0%
top cell type's share of synthesized area -> 77.3%
clk sinks -> 2,056
Peak supply drop -> 0.132 mV
Log Warnings -> 29
largest net degree at the start of global routing -> 103
PortBufs -> 33
first-pass GRT wire length -> 290,000 um
Worst Path Required -> 11,770 ps
reg-to-reg startpoint -> mem[67][1]$_DFFE_PP_
Worst slew margin -> -2.85%
initial antenna violation count -> 13
FFs w/ async S/R, synth -> 0%
floorplan core density -> 30.3%
Fillers -> 24.2k
clock slew at reported path FFs -> 60 ps
top cells, area -> edfxtp_1 (77%), mux4_2 (13%), mux2i_1 (1.7%)
failing checks -> max-capacitance violations, max-slew violations
top_reg_cell synth -> edfxtp_1
critical path peak fanout -> 64
Max Used Layer -> met5
Setup Skew -> 46.1 ps
MI comb area -> 16,500 sq um
Comb pwr share -> 4.8%
clk root buf -> clkbuf_16
end of the worst register-to-register path -> rdata_b[1]$_DFF_P_
Worst Setup End Kind -> register
cells after synthesis -> 3,733
hold endpoint -> rdata_b[4]$_DFF_P_
Synth Warn # -> 1
cell area after layout -> 90,700 sq um
DP Area -> 84,200 sq um
Iteration-0 DRC Markers -> 2,515
vias in the first global route -> 41.8k
Rows -> 188
Commonest Layout Cell -> edfxtp_1
hold buffer count at CTS -> 0
final setup fails -> 0
total grt overflow -> 0
CTS buffer count -> 205
startpoint types -> primary input
Registers, synthesis -> 2,056
Yosys Instances -> 3,733
largest area contributor in the netlist -> edfxtp_1
Vias/cell -> 5.02
post-place setup slack -> 4080 ps
Register Area -> 61,700 sq um
max-slew violations -> 2
core box area -> 263,000 sq um
WL met2 -> 92,400 um
r2r setup slk -> 8000 ps
cell area power density -> 176 nW/um^2
WL final -> 198,000 um
chip width -> 517 um
unrepaired setup endpoints after global routing -> false
CTS Buffer Depth -> 3
Leak Pwr -> 27.4 nW
sw power -> 3.42 mW
GR Util All Layers -> 16.1%
Detailed Routing Iterations Pass 1 -> 7
Reg power frac -> 53.7%
Distinct lib cells used -> 55
vias post-DR -> 38.2k
Yosys chip area -> 79,600 sq um
final std cells w/o fill -> 7,595
met1 WL -> 67,400 um
Detail Route met3 WL -> 31,000 um
post-cts sizing count -> 0
run status -> finished with violations
clock share of power -> 41.6%
Crit Path Category -> primary input to register
==> registers in the layout, indices dropped and copies added, names as in the netlist <==
| name | count |
|---|---|
| rdata_b | 8 |
| mem | 2048 |
==> critical path: stages <==
cell and delay (ps):
buf_8 410, buf_4 570, buf_12 470, buf_4 620
mux4_2 580, a22oi_1 200, a31oi_1 170, nor4_1 1320
nor4_1 90
==> power groups by stage <==
stage         sequential (mW)  combinational (mW)  clock (mW)
finish                   8.58               0.762        6.64
global route             8.58               0.819        7.07
CTS                      8.58               0.772        6.77
==> cells in the mapped netlist (10+ instances only) <==
master	n
buf_8	13
a21oi_1	96
o221ai_1	46
buf_2	31
nor2b_1	31
o21ai_0	10
a211oi_1	16
a221oi_1	13
buf_6	21
o211ai_1	10
nand2_1	33
nand4_1	10
edfxtp_1	2048
a22oi_1	133
nand3_1	34
mux2i_1	134
mux4_2	454
nor2_1	282
nor4_1	24
clkbuf_1	111
nor3_1	22
buf_1	22
o22ai_1	28
buf_4	27
==> cells by family (layout without fill, tap and decap cells) <==
family	count (synthesis)	after routing	synth area share [%]
and+or+nand+nor	466	466	2.63
buffers and inverters	235	577	1.83
DFF	2056	2056	77.5
muxes	591	591	14.6
other	0	5	0
AOI/OAI and AO/OA	385	385	3.42
==> cell type report <==
type	instances	area share (%)
multi-input combinational	1442	18.2
antenna	5	0.0138
tap	3515	4.85
timing repair buffer	196	1.83
clock buffer	251	5.89
clock inverter	128	1.24
inverter	2	0.00828
sequential	2056	68.0
==> routing by layer <==
metal	up-vias	GRT usage (%)
met5	-	0.451
met4	10	4.54
met3	322	11.4
met1	19600	18.9
li1	16100	-
met2	2104	23.9
==> worst max-delay path by stage <==
| stage | end | slack [ps] |
|---|---|---|
| 4_1_cts | rdata_b[4]$_DFF_P_ | 4950 |
| 5_1_grt | rdata_b[5]$_DFF_P_ | 4740 |
| 6_report | rdata_b[3]$_DFF_P_ | 4880 |
==> metrics by stage <==
| step | power (mW) | util [%] | hold WS, ps |
|---|---|---|---|
| after floorplan | 9.14 | - | 770 |
| after global placement | 9.51 | 32.0 | 1130 |
| after detailed placement | 9.52 | 32.0 | 1120 |
| after CTS | 16.1 | 34.5 | 1130 |
| after global routing | 16.5 | 34.5 | 1180 |
| final | 16.0 | 34.5 | 1110 |
Power is estimated from default activity; no workload was simulated.
